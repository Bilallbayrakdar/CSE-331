$ cat /design/flow/design.v
module comparator_1(a,b,p_b,p_sm, big,eq,sm);
	input a,b;
	input p_b,p_sm;
	output big,eq,sm;
	wire a_not,b_not,eq_tmp_1,eq_tmp_2,b_tmp_1,b_tmp_2,s_tmp_1,s_tmp_2;
	wire p_b_not, p_sm_not;
	not (p_b_not,p_b);
	not (p_sm_not,p_sm);
	not(a_not,a);
	not(b_not,b);
	and(b_tmp_1,a,b_not);
	or(b_tmp_2,p_b,b_tmp_1);
	and(big, p_sm_not,b_tmp_2);
	and(s_tmp_1,b,a_not);
	or(s_tmp_2,p_sm,s_tmp_1);
	and(sm,p_b_not,s_tmp_2);
	or(eq_tmp_1,big,sm);
	not(eq_tmp_2,eq_tmp_1);
	and(eq,eq_tmp_2,p_b_not,p_sm_not);
endmodule
module comparator_1_msb(a,b,big,eq,sm);
input a,b;
output big,eq,sm;
wire a_not,b_not,eq_tmp ;
not(a_not,a);
not(b_not,b);
and(big,a,b_not);
and(sm,b,a_not);
or(eq_tmp,big,sm);
not(eq,eq_tmp);
endmodule
module comparator_32(a,b,big,eq,sm);
	input[31:0] a,b;
	output big, eq, sm;
	wire[30:0] b_tmp, e_tmp, s_tmp;
	comparator_1_msb 	c31(a[31],b[31], b_tmp[30], e_tmp[30], s_tmp[30]);
	comparator_1 		c30(a[30],b[30], b_tmp[30], s_tmp[30], b_tmp[29], e_tmp[29], s_tmp[29]);
	comparator_1 		c29(a[29],b[29], b_tmp[29], s_tmp[29], b_tmp[28], e_tmp[28], s_tmp[28]);
	comparator_1 		c28(a[28],b[28], b_tmp[28], s_tmp[28], b_tmp[27], e_tmp[27], s_tmp[27]);
	comparator_1 		c27(a[27],b[27], b_tmp[27], s_tmp[27], b_tmp[26], e_tmp[26], s_tmp[26]);
	comparator_1 		c26(a[26],b[26], b_tmp[26], s_tmp[26], b_tmp[25], e_tmp[25], s_tmp[25]);
	comparator_1 		c25(a[25],b[25], b_tmp[25], s_tmp[25], b_tmp[24], e_tmp[24], s_tmp[24]);
	comparator_1 		c24(a[24],b[24], b_tmp[24], s_tmp[24], b_tmp[23], e_tmp[23], s_tmp[23]);
	comparator_1 		c23(a[23],b[23], b_tmp[23], s_tmp[23], b_tmp[22], e_tmp[22], s_tmp[22]);
	comparator_1 		c22(a[22],b[22], b_tmp[22], s_tmp[22], b_tmp[21], e_tmp[21], s_tmp[21]);
	comparator_1 		c21(a[21],b[21], b_tmp[21], s_tmp[21], b_tmp[20], e_tmp[20], s_tmp[20]);
	comparator_1 		c20(a[20],b[20], b_tmp[20], s_tmp[20], b_tmp[19], e_tmp[19], s_tmp[19]);
	comparator_1 		c19(a[19],b[19], b_tmp[19], s_tmp[19], b_tmp[18], e_tmp[18], s_tmp[18]);
	comparator_1 		c18(a[18],b[18], b_tmp[18], s_tmp[18], b_tmp[17], e_tmp[17], s_tmp[17]);
	comparator_1 		c17(a[17],b[17], b_tmp[17], s_tmp[17], b_tmp[16], e_tmp[16], s_tmp[16]);
	comparator_1 		c16(a[16],b[16], b_tmp[16], s_tmp[16], b_tmp[15], e_tmp[15], s_tmp[15]);
	comparator_1 		c15(a[15],b[15], b_tmp[15], s_tmp[15], b_tmp[14], e_tmp[14], s_tmp[14]);
	comparator_1 		c14(a[14],b[14], b_tmp[14], s_tmp[14], b_tmp[13], e_tmp[13], s_tmp[13]);
	comparator_1 		c13(a[13],b[13], b_tmp[13], s_tmp[13], b_tmp[12], e_tmp[12], s_tmp[12]);
	comparator_1 		c12(a[12],b[12], b_tmp[12], s_tmp[12], b_tmp[11], e_tmp[11], s_tmp[11]);
	comparator_1 		c11(a[11],b[11], b_tmp[11], s_tmp[11], b_tmp[10], e_tmp[10], s_tmp[10]);
	comparator_1 		c10(a[10],b[10], b_tmp[10], s_tmp[10], b_tmp[9], e_tmp[9], s_tmp[9]);
	comparator_1 		c9(a[9],b[9], b_tmp[9], s_tmp[9], b_tmp[8], e_tmp[8], s_tmp[8]);
	comparator_1 		c8(a[8],b[8], b_tmp[8], s_tmp[8], b_tmp[7], e_tmp[7], s_tmp[7]);
	comparator_1 		c7(a[7],b[7], b_tmp[7], s_tmp[7], b_tmp[6], e_tmp[6], s_tmp[6]);
	comparator_1 		c6(a[6],b[6], b_tmp[6], s_tmp[6], b_tmp[5], e_tmp[5], s_tmp[5]);
	comparator_1 		c5(a[5],b[5], b_tmp[5], s_tmp[5], b_tmp[4], e_tmp[4], s_tmp[4]);
	comparator_1 		c4(a[4],b[4], b_tmp[4], s_tmp[4], b_tmp[3], e_tmp[3], s_tmp[3]);
	comparator_1 		c3(a[3],b[3], b_tmp[3], s_tmp[3], b_tmp[2], e_tmp[2], s_tmp[2]);
	comparator_1 		c2(a[2],b[2], b_tmp[2], s_tmp[2], b_tmp[1], e_tmp[1], s_tmp[1]);
	comparator_1 		c1(a[1],b[1], b_tmp[1], s_tmp[1], b_tmp[0], e_tmp[0], s_tmp[0]);
	comparator_1 		c0(a[0],b[0], b_tmp[0], s_tmp[0], big, eq, sm);
endmodule
$ cat /design/flow/run.sh
#!/bin/bash
# OpenROAD 26Q1-2900-gdf79404cd8, Yosys 0.63+post, stock flow scripts
make -C /OpenROAD-flow-scripts/flow DESIGN_CONFIG=/design/flow/config.mk WORK_HOME=/design/flow/orfs finish
$ cat /design/flow/config.mk
export PLATFORM = sky130hd
export DESIGN_NAME = comparator_32
export DESIGN_NICKNAME = comparator_32
export VERILOG_FILES = /design/flow/design.v
export SDC_FILE = /design/flow/constraint.sdc
export NUM_CORES = 4
export LEC_CHECK = 1
export CORE_AREA = 10 10 95 95
export DIE_AREA = 0 0 105 105
$ cat /design/flow/constraint.sdc
current_design comparator_32

set clk_period 11.5
set clk_io_pct 0.2

create_clock -name clk0 -period $clk_period

set non_clock_inputs [all_inputs -no_clocks]
set_input_delay [expr $clk_period * $clk_io_pct] -clock clk0 $non_clock_inputs
set_output_delay [expr $clk_period * $clk_io_pct] -clock clk0 [all_outputs]
==> changes_impl.md <==
## Flow update

- Initial DRC count: 42
- Detailed placer's ending HPWL: 3290 um
- Grt ovf: 0
- Met2 GRT Util: 9.92%
- Vias: 1287
- PortBufs: 67
- Yosys stat chip area: 0.00102 sq mm
- Global-route wire length before repair: 5480 um
- Yosys stat cell total: 160
- Total Power: 0.0762 mW
- Register area share after synthesis: 0%
- Layout area overhead: 77.3%
- Crit start category: input port
- Core box area: 0.00691 sq mm
- Synth Area per Inst: 6.40 sq um
- IO Count: 67
- DRT Pass-1 Iters: 4
- Die Span X: 105 um
- Top cell excl fill/tap: clkdlybuf4s50_1
- GRT met3 Usage: 1.43%
- WP buf/inv: 3
- Number of max-cap violations: 0
- Fill cells: 765
- Yosys cell types: 38
- ANT nets after route: 0
- Worst hold start: b[3]
- Initial antenna violation count: 0
- Fin. Hold Viols: 0
- Setup ws final: 3630 ps
- Worst-path cell chain: clkdlybuf4s50_1 -> nand2b_1 -> a21oi_1 -> nand3_1 -> o21ai_1 -> inv_1 -> nor2_1 -> o21ai_1 -> o31ai_2 -> nor2_1 -> o311a_1 -> nor3_1 -> clkdlybuf4s50_1
- Share of cells above drive strength 1: 4.85%
- Hold WC Path Type: in2out
- Fmax: 0.127 GHz
- Clock buffer count: 0
- Dpl ws: 3610 ps
- Crit. End Element: output pin
- Postcts setup bufs: 0
- Register Area: 0 sq um
- Slew Viols, Final: 0
- Largest net degree at the start of global routing: 7
- Pwr Density: 42.0 mW/mm^2
- Logic area: 963 sq um
- Vias in the first global route: 1217
- Per-cell routed wire length: 10.7 um
- Final setup viols: 0
- Ys Warns: 0
- Log Warnings: 32
- Rel. slew slack: 64.8%
- DRC Markers: 0
- Req. time, crit path: 9200 ps
- Worst EP arrival: 5570 ps
- Post-CTS Resized: 0
- M1 GR Usage: 7.45%
- Total Routing Usage GR: 5.74%
- Setup Crit Path Kind: in2out
- WHS Path Cells: 5
- Num rows: 30
- Post-Syn Area: 0.00102 sq mm
- Cts hold-fix bufs: 0
- Diodes inserted: 0
- CP max stage delay: 520 ps
- Slowest CP cell: clkdlybuf4s50_1
- Drt total wl: 3470 um
- Peak supply drop: 14.7 uV
- Min-Delay Endpoint: eq
- Flop count: 0
- Die height: 105 um
- Slew of the pin with the lowest slew margin: 523 ps
- RSZ-0062 raised after global routing: no
- Tcrit/Tclk final: 68.4%
- Post-route setup TNS: 0 ps
- Min cycle time layout: 7870 ps
- Critical path fanouts, max: 6
- Mapped Cells: 160
- Fp_density: 14.8%
- Status: finished, final reports clean
- GR peak layer: met2
- Largest delay contributor family on the critical path: AND-OR/OR-AND gates
- Die footprint: 0.0110 sq mm
- Leakage: 0.662 nW
- Via/cell ratio: 3.98
- Most numerous logic cells after layout: 67 x clkdlybuf4s50_1, 16 x inv_1
- Placer congestion estimate: 0.794
## cell families (layout without fill, tap and decap cells)
logic type	Yosys count	in the layout	share of synthesized area (%)
compound gates	51	51	34.0
fa+ha+maj	18	18	18.0
simple gates	74	74	41.3
buf+inv	16	83	5.87
xor+xnor	1	1	0.856
## worst max-delay path by stage
stage,from,end,cells after the start
6_report,b[31],eq,13
4_1_cts,b[31],eq,13
5_1_grt,b[31],sm,13
## power by group
group / total [mW] / internal [mW] / leakage, nW / switching (mW)
sequential: 0 / 0 / 0 / 0
clock: 0 / 0 / 0 / 0
combinational: 0.0762 / 0.0441 / 0.662 / 0.0321
## Yosys cell counts (4+ instances only)
master,instances,area share [%]
nor2_1,12,4.4
a21oi_1,7,3.4
o21ai_1,4,2.0
nand3_1,6,2.9
inv_1,16,5.9
maj3_1,15,15
nor2b_1,15,9.2
nor3_1,4,2.0
nand2_1,15,5.5
o21ai_0,14,6.8
a31oi_1,4,2.4
nand2b_1,15,9.2
## stage by stage
step	hold WS (ps)	utilization, %	cell area (sq um)	cells
after global routing	5770	26.3	1810	323
after global placement	5690	26.3	1810	323
after floorplan	4760	-	1020	160
after CTS	5700	26.3	1810	323
final	5700	26.3	1810	323
after detailed placement	5690	26.3	1810	323
## area by class of cell
type / count / area share (%)
timing repair buffer: 67 / 37.0
tap: 96 / 6.62
multi-input combinational: 144 / 53.1
inverter: 16 / 3.31
## layer usage
layer / vias up / share of wire, %
li1: 717 / -
met1: 521 / 47
met2: 49 / 46
met3: 0 / 7.5
met4: 0 / 0
met5: - / 0
Power and IR drop assume default switching activity.
