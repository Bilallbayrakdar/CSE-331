**flow/run.sh**
```bash
#!/bin/bash
# OpenROAD 26Q1-2900-gdf79404cd8, Yosys 0.63+post, stock flow scripts
make -C /OpenROAD-flow-scripts/flow DESIGN_CONFIG=/design/flow/config.mk WORK_HOME=/design/flow/orfs finish
```
**flow/config.mk**
```make
export PLATFORM = sky130hd
export DESIGN_NAME = r_type
export DESIGN_NICKNAME = r_type
export VERILOG_FILES = /design/flow/design.v
export SDC_FILE = /design/flow/constraint.sdc
export NUM_CORES = 4
export LEC_CHECK = 1
export CORE_AREA = 10 10 70 70
export DIE_AREA = 0 0 80 80
```
**flow/constraint.sdc**
```tcl
current_design r_type

set clk_period 1.9
set clk_io_pct 0.2

create_clock -name clk0 -period $clk_period

set non_clock_inputs [all_inputs -no_clocks]
set_input_delay [expr $clk_period * $clk_io_pct] -clock clk0 $non_clock_inputs
set_output_delay [expr $clk_period * $clk_io_pct] -clock clk0 [all_outputs]
```
**flow/design.v**
```verilog
module extender_2_32(res, num);
output [31:0] res;
input [1:0] num;
	and a0(res[0], num[0],2'b1);
	and a1(res[1], num[1],2'b1);
	not a2(res[2], 1'b1);
	not a3(res[3], 1'b1);
	not a4(res[4], 1'b1);
	not a5(res[5], 1'b1);
	not a6(res[6], 1'b1);
	not a7(res[7], 1'b1);
	not a8(res[8], 1'b1);
	not a9(res[9], 1'b1);
	not a10(res[10], 1'b1);
	not a11(res[11], 1'b1);
	not a12(res[12], 1'b1);
	not a13(res[13], 1'b1);
	not a14(res[14], 1'b1);
	not a15(res[15], 1'b1);
	not a16(res[16], 1'b1);
	not a17(res[17], 1'b1);
	not a18(res[18], 1'b1);
	not a19(res[19], 1'b1);
	not a20(res[20], 1'b1);
	not a21(res[21], 1'b1);
	not a22(res[22], 1'b1);
	not a23(res[23], 1'b1);
	not a24(res[24], 1'b1);
	not a25(res[25], 1'b1);
	not a26(res[26], 1'b1);
	not a27(res[27], 1'b1);
	not a28(res[28], 1'b1);
	not a29(res[29], 1'b1);
	not a30(res[30], 1'b1);
	not a31(res[31], 1'b1);
endmodule
module is_zero(a,res);
	input[31:0] a;
	output res;
	wire[31:0] tmp1,tmp2;
	or(tmp1[0], a[0],0);
	or(tmp1[1], a[1],0);
	or(tmp1[2], a[2],0);
	or(tmp1[3], a[3],0);
	or(tmp1[4], a[4],0);
	or(tmp1[5], a[5],0);
	or(tmp1[6], a[6],0);
	or(tmp1[7], a[7],0);
	or(tmp1[8], a[8],0);
	or(tmp1[9], a[9],0);
	or(tmp1[10], a[10],0);
	or(tmp1[11], a[11],0);
	or(tmp1[12], a[12],0);
	or(tmp1[13], a[13],0);
	or(tmp1[14], a[14],0);
	or(tmp1[15], a[15],0);
	or(tmp1[16], a[16],0);
	or(tmp1[17], a[17],0);
	or(tmp1[18], a[18],0);
	or(tmp1[19], a[19],0);
	or(tmp1[20], a[20],0);
	or(tmp1[21], a[21],0);
	or(tmp1[22], a[22],0);
	or(tmp1[23], a[23],0);
	or(tmp1[24], a[24],0);
	or(tmp1[25], a[25],0);
	or(tmp1[26], a[26],0);
	or(tmp1[27], a[27],0);
	or(tmp1[28], a[28],0);
	or(tmp1[29], a[29],0);
	or(tmp1[30], a[30],0);
	or(tmp1[31], a[31],0);
	not(tmp2[0],  tmp1[0]);
	not(tmp2[1],  tmp1[1]);
	not(tmp2[2],  tmp1[2]);
	not(tmp2[3],  tmp1[3]);
	not(tmp2[4],  tmp1[4]);
	not(tmp2[5],  tmp1[5]);
	not(tmp2[6],  tmp1[6]);
	not(tmp2[7],  tmp1[7]);
	not(tmp2[8],  tmp1[8]);
	not(tmp2[9],  tmp1[9]);
	not(tmp2[10], tmp1[10]);
	not(tmp2[11], tmp1[11]);
	not(tmp2[12], tmp1[12]);
	not(tmp2[13], tmp1[13]);
	not(tmp2[14], tmp1[14]);
	not(tmp2[15], tmp1[15]);
	not(tmp2[16], tmp1[16]);
	not(tmp2[17], tmp1[17]);
	not(tmp2[18], tmp1[18]);
	not(tmp2[19], tmp1[19]);
	not(tmp2[20], tmp1[20]);
	not(tmp2[21], tmp1[21]);
	not(tmp2[22], tmp1[22]);
	not(tmp2[23], tmp1[23]);
	not(tmp2[24], tmp1[24]);
	not(tmp2[25], tmp1[25]);
	not(tmp2[26], tmp1[26]);
	not(tmp2[27], tmp1[27]);
	not(tmp2[28], tmp1[28]);
	not(tmp2[29], tmp1[29]);
	not(tmp2[30], tmp1[30]);
	not(tmp2[31], tmp1[31]);
	and(res,tmp2[0],tmp2[1],tmp2[2],tmp2[3],tmp2[4],tmp2[5],tmp2[6],tmp2[7],tmp2[8],tmp2[9],tmp2[10],tmp2[11],tmp2[12],tmp2[13],tmp2[14],tmp2[15],tmp2[16],tmp2[17],tmp2[18],tmp2[19],tmp2[20],tmp2[21],tmp2[22],tmp2[23],tmp2[24],tmp2[25],tmp2[26],tmp2[27],tmp2[28],tmp2[29],tmp2[30],tmp2[31]);
endmodule
module r_type(alu_out,res);
	input[31:0] alu_out;
	output[31:0] res;
	wire not_eq,not_sm,big,eq,sm;
	wire[1:0] tmp_res;
	and(sm,alu_out[31],1);
	is_zero z0(alu_out,eq);
	not(not_eq,eq);
	not(not_sm,sm);
	and(big,not_eq,not_sm);
	or(tmp_res[1], big,sm);
	or(tmp_res[0],big,eq);
	extender_2_32 ext(res,tmp_res);
endmodule
```
==> impl_metrics.toml <==
# generated from flow reports
[status]
outcome = "finished, final reports clean"

[detailed_routing]
drt_pass1_iterations = 2
postRouteWirelength_mm = 1.39
diodes = 0
dr_total_vias = 324
drt_iter0_markers = 3
routed_via_density = 2.66
final_antenna_net_count = 0
detail_route.wl_per_cell_microns = 11.4
drc_errors = 0

[cells_and_area]
ff_latch_area_sq_um = 0
area_growth_syn_to_layout_pct = 104
flop-count = 0
mostFrequentLayoutCells = "sky130_fd_sc_hd__conb_1, sky130_fd_sc_hd__clkdlybuf4s50_1, sky130_fd_sc_hd__dlygate4sd2_1"
num-fill-cells = 386
nClkBuffers = 0
non_filler_cells_in_the_finished_layout = 122
comb_area_sq_um = 231
final_common_cell = "sky130_fd_sc_hd__conb_1"
drive_above_1_share = 0.118

[yosys]
synth_top_cell_by_area = "sky130_fd_sc_hd__buf_4"
post_synth_ao_oa_area_fraction = 0
synthTopLogicFamily = "buffers and inverters"
muxShareOfSynthArea = 0
cells_yosys = 43
area_fraction_in_and_or_nand_and_nor_cells_after_synthesis = 0.259
top_cell_area_share = 0.717
netlist_area_pre_place_sq_um = 314
synth.avg_cell_area_sq_um = 7.30
ys_sh_adder = 0
synthDistinctLibCells = 7
syn_inst = 43
yosys.stat.chipArea_sq_um = 314
area_leaders = "sky130_fd_sc_hd__buf_4, sky130_fd_sc_hd__nor4_1, sky130_fd_sc_hd__nor4_2, sky130_fd_sc_hd__nand4_1, sky130_fd_sc_hd__or2_1"
synth.yosys.warnings = 0
synth-xor-area-share = 0
synth.yosys.seq_area_share = 0

[run]
tool_warnings = 32
max_cap_violations = 0

[critical_path]
endpoint_arrival_time_on_the_critical_path_ps = 1480
setup.worst_path.class = "in -> out"
setup.worst_path.end_class = "primary output"
crit_path_max_fanout = 1
startpoint_type = "input pin"
cp_data_required_time_ps = 1520

[power]
p_per_area_nw_per_um2 = 114
peakVddDrop_uv = 14.9
leakage_nw = 0.348
power_mw = 0.0731

[placement]
port_buffers = 34
gp_congestion = 0.765
placedCellCount = 122
hpwlAfterDp_mm = 1.26

[grt]
antenna_found_initial = 0
gr-usage-met3 = 0.0114
grt_most_used_layer = "met2"
grt_use_met1 = 0.0428
vias_in_the_first_global_route = 386
grt_first_pass_wirelength_mm = 1.79
grt.overflow.total = 0
routing_usage_on_met2 = 0.0554
track_usage = 0.0332
grt_max_degree = 3

[worst_hold_path]
holdPathEnd = "res[1]"
min_from = "alu_out[12]"
hold_class = "in -> out"
timing.hold.worst_path_depth = 5

[timing]
achievable-frequency_mhz = 537
post-route-min-period_ps = 1860
min_period_over_period = 0.980
report.final.setup_viol = 0
final_hold_viol_count = 0
max_slew_violation_count = 0

[floorplanning]
die-width_microns = 80
ioPinCount = 64
core-area_sq_um = 3420
std_cell_rows = 21
design.die.area_sq_um = 6400
core_util_floorplan = 0.0919
chipHeight_microns = 80

[cts]
post-cts-setup-buffers = 0
cts_hold_buf = 0
[power breakdown]
part	total [mW]	internal [mW]	switching (mW)
clock network	0	0	0
logic	0.0731	0.0517	0.0213
registers	0	0	0
total	0.0731	0.0517	0.0213
[worst max path at each step]
stage / from / end / slack [ps] / depth (start not counted)
CTS: alu_out[21] / res[1] / 8 / 5
global route: alu_out[4] / res[1] / -40 / 5
finish: alu_out[4] / res[1] / 40 / 5
[cell type report]
class	instances	share of cell area
Timing Repair Buffer	34	0.542
Multi-Input combinational cell	41	0.362
Tap cell	46	0.0900
Inverter	1	0.00587
[per-stage QoR]
stage	worst slack [ps]	hold slack (ps)	util	area [sq um]	TNS (ps)
after floorplan	595	769	-	423	0
after global placement	-355	1690	0.174	596	-355
after detailed placement	-351	1690	0.174	596	-351
after CTS	7.99	1260	0.174	596	0
after global routing	-42.4	1200	0.187	639	-42.4
final	37.1	1140	0.187	639	0
[routing by layer]
| metal | wire length, microns | vias up | share of wire |
|---|---|---|---|
| met3 | 123 | 0 | 0.089 |
| met1 | 591 | 138 | 0.43 |
| met4 | 0 | 0 | 0 |
| met2 | 672 | 33 | 0.48 |
| met5 | 0 | - | 0 |
| li1 | - | 153 | - |
[cells by family (layout without fill, tap and decap cells)]
kind of cell | Yosys count | count (layout)
buf+inv | 31 | 35
other cells | 1 | 30
simple gates | 11 | 11
[Yosys cell counts, drive strengths merged]
| cell | number |
|---|---|
| inv | 1 |
| conb | 1 |
| nand4 | 2 |
| nor4 | 8 |
| buf | 30 |
| or2 | 1 |
[what timing repair did]
action | 4_1_cts | 5_1_grt
pin swaps | 10 | 10
resized | 17 | 13
endpoints found under the setup margin | 1 | 1
[worst max-delay path, stage by stage]
cell                              delay (ps)
sky130_fd_sc_hd__clkdlybuf4s50_1         410
sky130_fd_sc_hd__nor4_2                  230
sky130_fd_sc_hd__nand4_1                 120
sky130_fd_sc_hd__or2_1                   230
sky130_fd_sc_hd__buf_2                   110
