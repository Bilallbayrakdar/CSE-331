===== config.mk =====
export PLATFORM = sky130hd
export DESIGN_NAME = alu_32
export DESIGN_NICKNAME = alu_32
export VERILOG_FILES = /design/flow/design.v
export SDC_FILE = /design/flow/constraint.sdc
export NUM_CORES = 4
export LEC_CHECK = 1
export CORE_UTILIZATION = 40

===== constraint.sdc =====
current_design alu_32

set clk_period 32.7
set clk_io_pct 0.2

create_clock -name clk0 -period $clk_period

set non_clock_inputs [all_inputs -no_clocks]
set_input_delay [expr $clk_period * $clk_io_pct] -clock clk0 $non_clock_inputs
set_output_delay [expr $clk_period * $clk_io_pct] -clock clk0 [all_outputs]

===== design.v =====
module alu_1(res, cout, a, b, cin, op);
input a, b, cin;
input [2:0] op;
output res, cout;									 
wire xr, ao, aa, an1, co, ca, an2,xor_r;			 
wire naa, nca;										 
	xor_ x1(xr, b, op[2]);
	or (ao, xr, a);
	and (aa, xr, a);
	not (naa, aa);
	and (an1, naa, ao);
	or (co, an1, cin);
	and (ca, an1, cin);
	not (nca, ca);
	and (an2, co, nca);	
	or (cout, aa, ca);
	xor_ x2(xor_r, b,a);
	mux_4_1 m1(res, aa, ao, an2, xor_r, op[1:0]);
endmodule
module alu_1_msb(res, cout, a, b, cin, op);
input a, b, cin;
input [2:0] op;
output res, cout;							 
wire v;												 
wire xr, ao, aa, an1, co, ca, an2,xor_r;			 
wire naa, nca;										 
	xor_ x1(xr, b, op[2]);
	or (ao, xr, a);
	and (aa, xr, a);
	not (naa, aa);
	and (an1, naa, ao);
	or (co, an1, cin);
	and (ca, an1, cin);
	not (nca, ca);
	and (an2, co, nca);	
	or (cout, aa, ca);
	xor_ x4(xor_r,b,a);
	xor_ x2(v, cin, cout);
	mux_4_1 m1(res, aa,ao,an2,xor_r, op[1:0]);
endmodule
module alu_32(res, cout, z, a, b, op);
input [31:0] a, b;
input [2:0] op;
output [31:0] res;
output cout, z;
wire [30:0] tc;
wire res_or;
wire [7:0] or1;
wire [1:0] or2;
	alu_1 alu0(res[0], tc[0], a[0], b[0], op[2], op);
	alu_1 alu1(res[1], tc[1], a[1], b[1], tc[0], op);
	alu_1 alu2(res[2], tc[2], a[2], b[2], tc[1], op);
	alu_1 alu3(res[3], tc[3], a[3], b[3], tc[2], op);
	alu_1 alu4(res[4], tc[4], a[4], b[4], tc[3], op);
	alu_1 alu5(res[5], tc[5], a[5], b[5], tc[4], op);
	alu_1 alu6(res[6], tc[6], a[6], b[6], tc[5], op);
	alu_1 alu7(res[7], tc[7], a[7], b[7], tc[6], op);
	alu_1 alu8(res[8], tc[8], a[8], b[8], tc[7], op);
	alu_1 alu9(res[9], tc[9], a[9], b[9], tc[8], op);
	alu_1 alu10(res[10], tc[10], a[10], b[10], tc[9], op);
	alu_1 alu11(res[11], tc[11], a[11], b[11], tc[10],op);
	alu_1 alu12(res[12], tc[12], a[12], b[12], tc[11], op);
	alu_1 alu13(res[13], tc[13], a[13], b[13], tc[12], op);
	alu_1 alu14(res[14], tc[14], a[14], b[14], tc[13], op);
	alu_1 alu15(res[15], tc[15], a[15], b[15], tc[14], op);
	alu_1 alu16(res[16], tc[16], a[16], b[16], tc[15], op);
	alu_1 alu17(res[17], tc[17], a[17], b[17], tc[16], op);
	alu_1 alu18(res[18], tc[18], a[18], b[18], tc[17], op);
	alu_1 alu19(res[19], tc[19], a[19], b[19], tc[18], op);
	alu_1 alu20(res[20], tc[20], a[20], b[20], tc[19], op);
	alu_1 alu21(res[21], tc[21], a[21], b[21], tc[20], op);
	alu_1 alu22(res[22], tc[22], a[22], b[22], tc[21], op);
	alu_1 alu23(res[23], tc[23], a[23], b[23], tc[22], op);
	alu_1 alu24(res[24], tc[24], a[24], b[24], tc[23], op);
	alu_1 alu25(res[25], tc[25], a[25], b[25], tc[24], op);
	alu_1 alu26(res[26], tc[26], a[26], b[26], tc[25], op);
	alu_1 alu27(res[27], tc[27], a[27], b[27], tc[26], op);
	alu_1 alu28(res[28], tc[28], a[28], b[28], tc[27], op);
	alu_1 alu29(res[29], tc[29], a[29], b[29], tc[28], op);
	alu_1 alu30(res[30], tc[30], a[30], b[30], tc[29], op);
	alu_1_msb alu31(res[31], cout, a[31], b[31], tc[30], op);
	or (or1[0], res[0],  res[1],  res[2],  res[3]);
	or (or1[1], res[4],  res[5],  res[6],  res[7]);
	or (or1[2], res[8],  res[9],  res[10], res[11]);
	or (or1[3], res[12], res[13], res[14], res[15]);
	or (or1[4], res[16], res[17], res[18], res[19]);
	or (or1[5], res[20], res[21], res[22], res[23]);
	or (or1[6], res[24], res[25], res[26], res[27]);
	or (or1[7], res[28], res[29], res[30], res[31]);
	or (or2[0], or1[0], or1[1], or1[2], or1[3]);
	or (or2[1], or1[4], or1[5], or1[6], or1[7]);
	or (res_or, or2[0], or2[1]);
	not (z, res_or);
endmodule
module mux_4_1(res, a, b, c, d, sl);
input a, b, c, d;
input [1:0] sl;
output res;
wire [1:0] n_sl;
wire [3:0] temp;
	not (n_sl[1], sl[1]);
	not (n_sl[0], sl[0]);
	and (temp[0], a, n_sl[1], n_sl[0]);
	and (temp[1], b, n_sl[1], sl[0]);
	and (temp[2], c, sl[1], n_sl[0]);
	and (temp[3], d, sl[1], sl[0]);
	or (res, temp[3], temp[2], temp[1], temp[0]);
endmodule
module xor_(res, a, b);
input a, b;
output res;
wire na, nb;
wire and1, and2;
	not (na, a);
	not (nb, b);
	and (and1, a, nb);
	and (and2, na, b);
	or (res, and1, and2);
endmodule

===== run.sh =====
#!/bin/bash
# OpenROAD 26Q1-2900-gdf79404cd8, Yosys 0.63+post, stock flow scripts
make -C /OpenROAD-flow-scripts/flow DESIGN_CONFIG=/design/flow/config.mk WORK_HOME=/design/flow/orfs finish

==> results.toml <==
# physical design summary
[run]
max_cap_viol_count = 0
warnings = 95

[grt]
first_global_vias = 2841
antenna_found_initial = 0
grt_max_degree = 63
grt_pass1_wl_mm = 13.67
grt_usage = 0.1787
overflow = 0

[routing]
via_per_inst = 4.743
routed_wl_mm = 8.147
wl_per_cell_um = 13.25
routed-via-count = 2917
drt_iter0_markers = 80
antenna_cells = 0
first_pass_iters = 4
ant_nets = 0
route.detailed.drc = 0

[synth]
postSynthSeqShare = 0
ys_warn_count = 0
avgSynthCellArea_um2 = 8.217
ys_types = 32
netlist_instances = 455
syn-cell-area_um2 = 3739
netlist.area_leader.share = 0.2142
yosysTopAreaCell = "ha_1"
ys_area_um2 = 3739
yosysCellCount = 455
top_cells_by_area = "ha_1 21%, fa_1 17%, xor2_1 12%"

[sta]
finalSetupTns_ns = 0
slew_viol_final = 0
whs_ns = 13.92
worstMarginPinSlew_ns = 0.6825
min_period_over_period = 0.8433
fmax_mhz = 36.26
finalHoldViolations = 0
finalSetupViolCount = 0
rsz0062_at_grt = "false"
fin_crit_ns = 27.58
maxSlewHeadroom = 0.5450

[layout]
n_fill_cell = 832
post-route-util = 0.5124
flops = 0
n_clock_buffer = 0
area_delta_synth_final_pct = 21.85
flop_area_um2 = 0
drive_above_1_share = 0.02959

[clock_network]
post-cts-setup-buffer-count = 0
ctsResizeCount = 0
postCtsHoldBufs = 0

[die]
fp.coreArea_um2 = 8891
die_height_um = 98.68
fp_util = 0.4205
chipArea_um2 = 9737
row_count = 34
ios = 101
dieWidth_um = 98.68

[setup_path]
critical_path_required_ns = 26.16
slowest_stage = "clkdlybuf4s50_1"
cp.arrival_ns = 21.04
crit_type = "input pin to output pin"
worstPathMaxFanout = 3
startpoint_type = "input pin"
cpPeakStageDelay_ns = 0.53
cp-end-kind = "output pin"
path_common_cell = "fa_1"

[power]
p_leak_uw = 0.002212
ir_worst_vdd_mv = 0.01281
powerDensity_nw_per_um2 = 17.55

[place]
hpwl_mm = 6.727
globalplace.congestion = 0.8336
io_buffers = 101

[min_path]
hold_path.class = "input pin to output pin"
whs_path_depth = 4

[outcome]
status = "finished clean"
report_power, final:
| group | switching, uW | internal, uW |
|---|---|---|
| registers | 0 | 0 |
| logic | 37.4 | 42.6 |
| clock network | 0 | 0 |
worst paths after layout:
| kind | end | slack, ns | from |
|---|---|---|---|
| max | z | 5.12 | b[0] |
| min | res[18] | 13.92 | op[1] |
critical path, delay by kind of cell:
family / cells / cell delay, ns
simple gates: 3 / 0.75
buf+inv: 4 / 1.19
mux: 1 / 0.37
compound gates: 2 / 0.17
fa+ha+maj: 31 / 12.00
cells in the mapped netlist (9+ instances only):
library cell and number:
inv_1 73, ha_1 64, xor2_1 52, mux2i_1 35, buf_4 32, fa_1 31
nand2_1 23, nor2_1 20, a21oi_1 19, o21ai_0 18, xnor2_1 13, clkbuf_1 11
nor4_1 10, nor3_1 9
per-layer routing:
| metal | routed length (um) | vias up | track usage |
|---|---|---|---|
| met2 | 3745 | 82 | 0.2963 |
| met4 | 0 | 0 | 0 |
| met5 | 0 | - | 0 |
| met1 | 4026 | 1317 | 0.2782 |
| met3 | 375 | 0 | 0.01371 |
| li1 | - | 1518 | - |
cells by family (layout without fill, tap and decap cells):
group           count (synthesis)  after routing  synth area share
mux                            43             43            0.1359
compound gates                 51             51           0.07162
buf+inv                       126            178            0.1643
xor+xnor                       65             65            0.1523
simple gates                   75             75           0.09572
fa+ha+maj                      95             95            0.3802
final cells by class:
type	instances	area [um^2]	share of cell area
Tap cell	108	135.1	0.02966
Timing Repair Buffer	104	1018	0.2236
Inverter	74	277.8	0.06097
Multi-Input combinational cell	329	3124	0.6858
through the flow:
| step | total power [uW] | worst slack (ns) | cell area, um^2 | cells |
|---|---|---|---|---|
| 5_1_grt | 91.59 | 4.450 | 4556 | 615 |
| 3_5_place_dp | 80.63 | 5.075 | 4556 | 615 |
| 4_1_cts | 81.29 | 5.028 | 4556 | 615 |
| 3_3_place_gp | 80.15 | 5.160 | 4556 | 615 |
| 2_1_floorplan | 53.27 | 6.526 | 3739 | 455 |
| 6_report | 79.97 | 5.125 | 4556 | 615 |
cell usage in the layout, fill, tap and decap left out, types with 6 or more instances in the layout:
cell type,synthesis,routed
or4_1,6,6
nand2_1,23,23
xnor2_1,13,13
nor3_1,9,9
clkdlybuf4s50_1,0,98
o21ai_1,8,8
ha_1,64,64
xor2_1,52,52
a21oi_1,19,19
inv_1,73,73
o21ai_0,18,18
fa_1,31,31
mux4_2,6,6
nor4_1,10,10
nor2_1,20,20
mux2i_1,35,35
Power and IR drop assume default switching activity.
